**design/flow/run.sh**
```bash
#!/bin/bash
# OpenROAD 26Q1-2900-gdf79404cd8, Yosys 0.63+post, stock flow scripts
make -C /OpenROAD-flow-scripts/flow DESIGN_CONFIG=/design/flow/config.mk WORK_HOME=/design/flow/orfs finish
```
**design/flow/config.mk**
```make
export PLATFORM = sky130hd
export DESIGN_NAME = Reg_File_32
export DESIGN_NICKNAME = Reg_File_32
export VERILOG_FILES = /design/flow/design.v
export SDC_FILE = /design/flow/constraint.sdc
export NUM_CORES = 4
export LEC_CHECK = 1
export CORE_UTILIZATION = 30
```
**design/flow/design.v**
```verilog
`timescale 1ns / 1ps
module Reg_File_32(clk, R_reg1, R_reg2, W_reg, W_data, R_data1, R_data2, RegWrite);
    parameter data_size = 32;
    parameter reg_addr_size = 5;
    input [reg_addr_size-1:0] R_reg1, R_reg2, W_reg;
    input [data_size-1:0] W_data;
    output [data_size-1:0] R_data1, R_data2;
    input RegWrite, clk;
    reg [data_size-1:0] register[0:31];
    integer i;
    initial begin
        for (i = 0; i < (2 << reg_addr_size); i = i + 1)
            register[i] = 32'b0;
    end
    always @(negedge clk) begin
        if (RegWrite == 1'b1) begin
            register[W_reg] <= W_data;
        end
    end
    assign R_data1 = register[R_reg1];
    assign R_data2 = register[R_reg2];
endmodule
```
**design/flow/constraint.sdc**
```tcl
current_design Reg_File_32

set clk_period 8.5
set clk_io_pct 0.2

create_clock -name clk0 -period $clk_period [get_ports {clk}]

set non_clock_inputs [all_inputs -no_clocks]
set_input_delay [expr $clk_period * $clk_io_pct] -clock clk0 $non_clock_inputs
set_output_delay [expr $clk_period * $clk_io_pct] -clock clk0 [all_outputs]
```
==> impl_metrics.toml <==
# physical design summary
[finish]
area_delta_synth_final_pct = 25.1
top_register = "register"
largest_reg_flops = 1024
combGateArea_mm2 = 0.0171
drive_gt1_frac = 0.0955
flop_area_mm2 = 0.0307
reg_top3 = "register: 1024 flops"
fin_util = 0.379
layout.cells.non_filler = 6778
fill_cells = 14772

[pwr]
power.clock.fraction = 0.494
switching_share = 0.291
p_int_uw = 9490
pwr-share-seq = 0.425
combPwrFrac = 0.081
power.leakage_uw = 0.0261
cellPowerDensity_mw_per_mm2 = 219
switchingPower_uw = 3890
worst_ir_drop_vdd_uv = 188

[clocking]
cts_max_path_buffers = 3
clkTransAtPathRegs_ps = 40
cts_tree = "done"
htreeDepth = 3
cts.sinks = 1024
cts_buffers = 114
cts_root_buffer = "clkbuf_16"

[yosys]
largest_area_cell = "edfxtp_1"
yosysUniqueCellTypes = 24
netlist_top_cells_count = "edfxtp_1, mux2i_1, nand2_1, nand3_1"
async_flop_share = 0
syn_inst = 3387
syn-cell-area_mm2 = 0.0488
edf_count = 1024
yosysTopAreaCellShare = 0.631
flop_cell = "edfxtp_1"
syn_area_per_cell_um2 = 14.4
yosys_cells = 3387
synth_flops = 1024
synth_warnings = 1
ys_chip_area_mm2 = 0.0488
synth_seq_share = 0.631
area_leaders = "edfxtp_1, mux2i_1, a22oi_1"

[final_timing]
worst_pin_slew_ps = 813
rsz0062_at_grt = "yes"
finalSetupViolCount = 0
slew_violations = 0
slew_headroom = 0.458
finalHoldViolCount = 0

[setup_path]
cp.arrival_ps = 6790
end_kind = "primary output"
critPathRequiredTime_ps = 6800
path_class = "register to primary output"
crit_chain = "mux2i_1 -> a22o_1 -> nor3_1 -> a31oi_1 -> nand3_1 -> clkdlybuf4s50_1"
cp_slowest_cell = "clkdlybuf4s50_1"
critPathBufInv = 1
startpoint_type = "register"
critPathTopFamily = "buffers and inverters"
path_max_fanout = 2
cpPeakStageDelay_ps = 560

[global_routing]
grt_pass1_vias = 37570
busiest_layer = "met2"
overflow = 0
grtUsageMet3 = 0.129
grt_max_degree = 92
grtUsageTotal = 0.199
grt_first_pass_wirelength_um = 225000
met2_usage = 0.293
met1_usage = 0.226
antenna_found_initial = 5

[min_path]
worstHoldPathType = "primary input to primary output"

[floorplan]
num_io_pins = 113
core_region_area_mm2 = 0.161
die_y_um = 405
die_w_um = 405
dieArea_mm2 = 0.164
rows = 147
initCoreUtil = 0.303

[placed_design]
io_buffers = 112
post-dp-hpwl_um = 87400
gp_congestion = 0.859
dp_cells = 5551

[detailed_routing]
drc_errors = 0
ant_nets = 0
drt_iter0_markers = 2237
wirelength_um = 156000
via_per_inst = 5.08
antennaDiodeCount = 0
first_pass_iters = 5
vias = 34419
avgRoutedWirePerCell_um = 23.0

[flow_run]
warnings = 1028
drv_cap = 0

[outcome]
outcome = "completed"
==> placed cells by master (no fill, tap or decap), drive strengths merged, types with 3 or more instances in the layout <==
cell           count
a22o             128
a22oi            192
clkinv             4
nand3b             5
nand2b             4
a21oi            192
mux2i           1024
nor3              64
edfxtp          1024
nor2b              4
inv             1061
nand2            195
clkbuf           115
buf              147
bufinv            11
clkdlybuf4s50    106
dlymetal6s2s       4
nor2              35
or3b               3
a31oi             64
clkinvlp          37
nand3            194
==> power groups by stage <==
| stage | sequential [uW] | clock, uW | combinational [uW] |
|---|---|---|---|
| 4_1_cts | 5690 | 6820 | 1080 |
| 5_1_grt | 5680 | 7420 | 1150 |
| 6_report | 5690 | 6610 | 1090 |
==> per-stage QoR <==
step / setup slack (ps) / setup TNS [ps] / hold WS (ps) / instance area, um^2 / total power (uW)
after CTS: 4.82 / 0 / 4750 / 60900 / 13600
after global routing: -51.2 / -181 / 4460 / 61000 / 14200
after floorplan: 116 / 0 / 3660 / 48800 / 7040
final: 10.9 / 0 / 4410 / 61000 / 13400
after global placement: 368 / 0 / 4750 / 53200 / 7530
after detailed placement: 372 / 0 / 4750 / 53200 / 7530
==> logic make-up after synthesis <==
group,count (synthesis),share of synthesized area
muxes,1024,0.210
DFF,1024,0.631
AOI/OAI and AO/OA,576,0.0805
and+or+nand+nor,509,0.0472
buffers and inverters,254,0.0316
==> worst paths after layout <==
| check | startpoint | end | slack [ps] | cells past startpoint |
|---|---|---|---|---|
| max | register[2][10] | R_data1[10] | 10 | 6 |
| min | R_reg2[1] | R_data2[25] | 4410 | 6 |
==> metal layers <==
layer | vias to the layer above | wire length, um
li1 | 15718 | -
met1 | 16561 | 56700
met2 | 1837 | 73700
met3 | 295 | 19900
met4 | 8 | 5550
met5 | - | 52
==> timing repair <==
| action | in CTS | in global routing |
|---|---|---|
| pin swaps | 0 | 7 |
| gates resized | 40 | 28 |
| hold buffers | 0 | 0 |
| setup buffers | 0 | 0 |
| endpoints found under the setup margin | 28 | 27 |
| cloned | 0 | 0 |
==> worst min-delay path, stage by stage <==
cell and delay [ps]:
buf_8 220, mux2i_1 200, nand2_1 60, nand3_1 130, nand3_2 150, dlymetal6s2s_1 130
==> final cells by class <==
class	count	area share
tap	2160	0.0443
timing repair buffer	257	0.0482
clock buffer	115	0.0472
sequential	1024	0.504
clock inverter	1113	0.0753
multi-input combinational	2109	0.281
No activity file was given, so power comes from the tool's default toggle rates.
