<file path="design/flow/config.mk">
export PLATFORM = sky130hd
export DESIGN_NAME = Data_Mem
export DESIGN_NICKNAME = Data_Mem
export VERILOG_FILES = /design/flow/design.v
export SDC_FILE = /design/flow/constraint.sdc
export NUM_CORES = 4
export LEC_CHECK = 1
export CORE_UTILIZATION = 40
export SYNTH_MEMORY_MAX_BITS = 65536
</file>
<file path="design/flow/design.v">
`timescale 1ns / 1ps
module Data_Mem(clk, addr, W_data, R_data, MemWrite, MemRead);
    parameter data_size = 32;
    input [data_size-1:0] addr, W_data;
    output [data_size-1:0] R_data;
    input MemWrite, MemRead, clk;
    parameter mem_size = 1000;
    reg [data_size-1:0] memory [0:mem_size-1];
    integer i;
    initial begin
        for (i = 0; i < mem_size; i = i + 1)
            memory[i] = 32'b0;
    end
    always @(posedge clk) begin
        if (MemWrite == 1'b1)
            memory[addr >> 2] = W_data;
    end
    assign R_data = (MemRead == 1'b1) ? memory[addr >> 2]:32'b0;
endmodule
</file>
<file path="design/flow/constraint.sdc">
current_design Data_Mem

set clk_period 179.8
set clk_io_pct 0.2

create_clock -name clk0 -period $clk_period [get_ports {clk}]

set non_clock_inputs [all_inputs -no_clocks]
set_input_delay [expr $clk_period * $clk_io_pct] -clock clk0 $non_clock_inputs
set_output_delay [expr $clk_period * $clk_io_pct] -clock clk0 [all_outputs]
</file>
<file path="design/flow/run.sh">
#!/bin/bash
# OpenROAD 26Q1-2900-gdf79404cd8, Yosys 0.63+post, stock flow scripts
make -C /OpenROAD-flow-scripts/flow DESIGN_CONFIG=/design/flow/config.mk WORK_HOME=/design/flow/orfs finish
</file>
==> results_slide.txt <==
Flow Results at a Glance

Outcome
  • Status: finished, final reports clean

Global routing
  • Largest net degree at the start of global routing: 115
  • GRT overflow: 0
  • Vias in the first global route: 649k
  • First-pass GRT wire length: 5130000 um
  • Initial antenna violation count: 287
  • Total GRT Usage: 0.268

Clocking
  • Post-CTS setup buffers: 0
  • CTS root buf: clkbuf_16
  • Longest Clk Path Bufs: 6
  • CTS tree: yes
  • Hold_buf cts: 0
  • Clock transition at the registers of the reported paths: 0.06 ns
  • Sink Count: 32.0k
  • Post-cts repair resize count: 0
  • TritonCTS Buffers: 3108
  • CTS H-tree depth: 8

Worst setup path
  • CP Data Arrival Time: 48.45 ns
  • Critical Path Fanout Max: 84
  • Crit path cell chain: buf_16 > buf_4 > buf_4 > buf_4 > buf_4 > buf_4 > buf_4 > buf_4 > buf_4 > buf_4 > buf_4 > mux2i_1 > o22ai_1 > nor4_1 > buf_4 > nand3_1 > o21ai_0 > o22ai_2 > or3_1 > o31a_1 > clkdlybuf4s50_1
  • Buffers and inverters on the worst path: 13
  • Cell mode on critical path: buf_4
  • Crit path DRT: 143.84 ns
  • CP delay by family, top: buffers and inverters
  • Crit. End Element: output port
  • Slowest-stage cell, CP: nor4_1
  • Critical path class: in2out
  • CP peak stage delay: 0.88 ns
  • Startpoint types: input port

Timing
  • Cycle use final: 0.469
  • Hold Vio Cnt, Final: 0
  • Worst setup margin: 95.39 ns
  • Peak Freq: 0.0118 GHz
  • Final setup TNS: 0 ns
  • Slew headroom: 0.0493
  • Setup violators final: 0
  • Max Transition Viols Final: 0
  • Hold Slack: 34.57 ns
  • Slew @ Worst Pin: 1.42 ns
  • RSZ-0062 raised after global routing: false
  • Fin crit period: 84.41 ns

Place
  • Post-DP HPWL: 2260000 um
  • Placed cell area: 1290000 um^2
  • Worst slack at placement: 95.47 ns
  • Post-Place Cells: 102k
  • GP Congestion: 0.925
  • PortBufs: 76

Cells and area
  • Fin cells: 109k
  • Comb. cell area: 246000 um^2
  • Most frequent cells in the layout: 32.0k x edfxtp_1, 12.2k x mux2i_1, 5532 x o22ai_1
  • Most frequent logic cell in the layout: edfxtp_1
  • Fillers: 250k
  • Area Overhead vs Synth: 14.1%
  • Max reg flops: 32.0k
  • Share of cells above drive strength 1: 0.164
  • Seq. cell area: 961000 um^2
  • Fin util: 0.457
  • Final Cell Area: 1390000 um^2

Floorplan
  • Core Box Area: 3030000 um^2
  • Die X: 1750 um
  • Total die size: 3050000 um^2
  • Num ports: 99
  • Row count: 640
  • Pre-Place Util: 0.401
  • DIE HEIGHT: 1750 um

Flow run
  • Max Cap Viol: 0
  • Tool warnings: 63

Detailed routing
  • DR WL/cell: 34.6 um
  • Drc violations: 0
  • Post-route antenna net violation count: 0
  • Drt total wl: 3760000 um
  • Pre-Repair DR Iteration Count: 10
  • Initial DRC count: 43.2k
  • Via density: 5.72
  • Via count: 622k

Yosys
  • Synth Seq Share: 0.791
  • Syn Area/Cell: 19.7 um^2
  • Share of flip-flops with an asynchronous set or reset: 0
  • Top-area cell share: 0.791
  • Synth warnings: 1
  • Ys cells: 61.8k
  • Top cells by area: edfxtp_1 79%, mux2i_1 10%, mux4_2 3.7%
  • Cells after Synth: 61.8k
  • Most used DFF post-synth: edfxtp_1
  • Yosys chip area: 1220000 um^2
  • EDFF count, synth: 32.0k
  • Synth area leader: edfxtp_1
  • Yosys reg bits: 32.0k
  • Post-Syn Area: 1220000 um^2
  • Cell Type Count: 66

Power and ir drop
  • Tot Pwr: 15.2 mW
  • Static leakage: 457 nW
  • PD cells: 10.9 nW/um^2
  • VDD IR max: 0.0124 mV

Min path
  • Worst Hold Class: in2reg
-- cell usage after synthesis, drive strengths merged (31+ instances only) --
cell	n
a22o	34
nand4	115
nor2	1381
o211ai	140
a31oi	115
mux2i	12192
o2111ai	190
nor4	1171
mux4	1976
a221oi	191
nand3b	31
edfxtp	32000
a21oi	155
nor3	210
o21ai	395
or4	174
buf	2483
nand3	253
nand2	758
o22ai	5540
a22oi	777
clkbuf	1233
and3	31
-- final timing paths --
kind | from | to | slack [ns] | cells past startpoint
worst min-delay path | W_data[17] | memory[745][17]$_DFFE_PP_ | 34.57 | 1
worst max-delay path | addr[3] | R_data[13] | 95.39 | 21
-- power breakdown --
group / total (mW) / internal, mW / switching (mW)
sequential: 8.21 / 8.21 / 0.000976
clock: 6.23 / 3.44 / 2.78
combinational: 0.729 / 0.204 / 0.525
total: 15.2 / 11.9 / 3.31
-- kinds of logic after synthesis --
kind of cell,count (synthesis),synth area share
muxes,14181,0.137
and+or+nand+nor,4192,0.0170
AOI/OAI and AO/OA,7689,0.0412
buffers and inverters,3719,0.0140
DFF,32000,0.791
-- area by class of cell --
class / count / area share
clock buffer: 3925 / 0.0590
clock inverter: 1714 / 0.0103
multi-input combinational: 26062 / 0.178
tap: 40446 / 0.0365
inverter: 3 / 0.0000208
antenna: 771 / 0.00139
timing repair buffer: 3883 / 0.0221
sequential: 32000 / 0.693
-- layer usage --
layer  GRT usage  part of all wire
met5      0.0427            0.0038
met2       0.366              0.44
met4       0.119             0.058
met1       0.278              0.29
met3       0.248              0.21
Power figures rest on the tool's default switching activity, not on a simulated workload.
