File: ./run.sh
#!/bin/bash
# OpenROAD 26Q1-2900-gdf79404cd8, Yosys 0.63+post, stock flow scripts
make -C /OpenROAD-flow-scripts/flow DESIGN_CONFIG=/design/flow/config.mk WORK_HOME=/design/flow/orfs finish
File: ./config.mk
export PLATFORM = sky130hd
export DESIGN_NAME = DM
export DESIGN_NICKNAME = DM
export VERILOG_FILES = /design/flow/design.v
export SDC_FILE = /design/flow/constraint.sdc
export NUM_CORES = 4
export LEC_CHECK = 1
export CORE_UTILIZATION = 50
File: ./constraint.sdc
current_design DM

set clk_period 32.6
set clk_io_pct 0.2

create_clock -name clk0 -period $clk_period [get_ports {clk}]

set non_clock_inputs [all_inputs -no_clocks]
set_input_delay [expr $clk_period * $clk_io_pct] -clock clk0 $non_clock_inputs
set_output_delay [expr $clk_period * $clk_io_pct] -clock clk0 [all_outputs]
File: ./design.v
`timescale 1ns / 1ps
module DM(clk, addr, write_data, read_data, MemWrite, MemRead);
    parameter size = 64;
    input         clk;
    input         MemRead, MemWrite;
    input  [31:0] addr, write_data;
    output [31:0] read_data;
    reg [31:0] data_memory [0:size-1];
    initial begin
        for (integer i = 0; i < size; i = i + 1)
            data_memory[i] = 32'b0;
    end
    always @(posedge clk) begin
        if (MemWrite) begin
            data_memory[addr >> 2] = write_data;
        end
    end
    assign read_data = MemRead ? data_memory[addr >> 2] : 32'b0;
endmodule
==> results.json <==
{
  "outcome": "finished, final reports clean",
  "ant_nets": 0,
  "hold_path_class": "in -> reg",
  "use_met2": 0.4329,
  "fmax_mhz": 55.01,
  "io_pins": 99,
  "dp_hpwl_mm": 121.7,
  "synth.avg_cell_area_um2": 17.17,
  "warnings": 55,
  "cts_max_level": 4,
  "cts.repair.resized": 0,
  "gp_congestion": 0.9204,
  "synth_warnings": 1,
  "holdPathStages": 1,
  "vias": 45350,
  "tritoncts": "yes",
  "cts_root_buf": "clkbuf_16",
  "required_ps": 26080,
  "portBuffers": 72,
  "grt_pass1_wl_mm": 320.8,
  "ys_ff": 2048,
  "met3_usage": 0.1939,
  "drt_wl_total_mm": 220.6,
  "dieHeight_um": 402.6,
  "clock_sinks": 2048,
  "row_count": 146,
  "ys_cells": 4674,
  "grt_max_degree": 111,
  "synthCells": 4674,
  "clkSlewWorstSetupHoldPaths_ps": 60,
  "vdd_drop_max_v": 0.00005968,
  "edf_count": 2048,
  "vias_per_cell": 6.465,
  "drive_gt1_frac": 0.1445,
  "cts_buffer_depth": 3,
  "ys_types": 58,
  "overflow": 0,
  "top_area_cell": "edfxtp_1",
  "leakage_uw": 0.02815,
  "pre_cts_ws_ps": 14760,
  "yosys_area_mm2": 0.08023,
  "first_pass_iters": 5,
  "dp.cells": 6640,
  "areaGrowthSynthToFinish_pct": 12.39,
  "worst_pin_slew_ps": 1067,
  "fp_util": 0.5054,
  "arrival_ps": 11660,
  "largest_reg_flops": 2048,
  "drc": 0,
  "antenna_found_initial": 7,
  "fin_crit_sh": 0.5576,
  "cts_buffers": 203,
  "maxSlewViolCount": 0,
  "setup.worst_path.end_class": "output port",
  "drv_cap": 0,
  "avgRoutedWirePerCell_um": 31.46,
  "drt_iter0_markers": 3125,
  "top_area_frac": 0.7665,
  "finalHoldViolCount": 0,
  "layout_min_cycle_time_ps": 18180,
  "ys_async_sr_fraction": 0,
  "netlist_area_mm2": 0.08023,
  "setup_slack_ps": 14420,
  "track_usage": 0.3072,
  "start_kind": "input pin",
  "setup_viol": 0,
  "die_area_mm2": 0.1621,
  "crit_fanout": 54,
  "critPathKind": "in -> out",
  "yosysSeqAreaShare": 0.7665,
  "max_slew_margin": 0.2701,
  "final_cells": 7014,
  "die_w_um": 402.6,
  "cts_setup_buffers": 0,
  "rsz0062_at_grt": "no",
  "power_density_mw_per_mm2": 60.30,
  "topCellsByArea": "edfxtp_1, a221oi_1, a22oi_1, mux2i_1, nor3b_1",
  "grt_busiest_layer": "met2",
  "synth-main-ff-cell": "edfxtp_1",
  "first_global_vias": 46650,
  "fill_cells": 11640,
  "core_mm2": 0.1587,
  "grt_util_met1": 0.4236,
  "cts_hold_buf": 0,
  "fin_tns_setup_ps": 0
}
layer usage:
metal | vias to the layer above | routed length, µm
met3 | 451 | 32510
li1 | 19660 | -
met1 | 22640 | 76340
met5 | - | 173
met2 | 2586 | 102200
met4 | 10 | 9437
final cells by class:
type / count / area (µm²) / area share
timing repair buffer: 288 / 2212 / 0.02453
inverter: 6 / 25.02 / 0.0002775
antenna: 2 / 5.005 / 0.00005550
multi-input combinational: 2226 / 17520 / 0.1943
clock buffer: 260 / 5421 / 0.06012
clock inverter: 112 / 899.6 / 0.009976
sequential: 2048 / 61500 / 0.6820
tap: 2072 / 2592 / 0.02875
worst max-delay path, cell delays in order:
cell and delay, ps:
buf_8 180, buf_4 380, buf_4 360, nor2_4 560
buf_4 530, buf_4 640, a22oi_1 140, o211ai_1 390
a2111oi_0 170, buf_4 210, a41oi_1 750, clkdlybuf4s50_1 610
final timing paths:
path,from,endpoint,slack [ps]
min,write_data[26],data_memory[31][26],6010
max,addr[2],read_data[7],14420
placed cells by master (no fill, tap or decap), types with 43 or more instances in the layout:
master | Yosys | layout
a21o_1 | 56 | 56
nand3b_1 | 138 | 138
mux2_2 | 43 | 43
o2111ai_1 | 56 | 56
a22oi_1 | 248 | 248
nor3_1 | 100 | 97
nor3b_1 | 141 | 141
clkbuf_1 | 201 | 51
edfxtp_1 | 2048 | 2048
o22ai_1 | 64 | 64
buf_4 | 18 | 214
nor2_4 | 0 | 66
o21ai_0 | 183 | 183
a221oi_1 | 275 | 275
clkinv_1 | 0 | 48
and3_1 | 142 | 142
clkbuf_16 | 0 | 209
o221ai_1 | 48 | 48
a21oi_1 | 70 | 70
nand2b_1 | 58 | 56
mux2i_1 | 176 | 176
synthesized netlist by cell type (all sizes together), types with 2 or more instances:
| master | instances |
|---|---|
| a22oi | 248 |
| a22o | 29 |
| o22ai | 64 |
| and2 | 6 |
| clkbuf | 203 |
| and4b | 2 |
| buf | 191 |
| nand3b | 138 |
| nand3 | 20 |
| nand4bb | 2 |
| nor3b | 141 |
| nand2b | 58 |
| nor4 | 18 |
| a31oi | 15 |
| and3 | 142 |
| nor2 | 77 |
| or3b | 15 |
| a311oi | 14 |
| mux2 | 43 |
| o22a | 42 |
| a221oi | 276 |
| nor3 | 100 |
| edfxtp | 2048 |
| o2bb2ai | 3 |
| o2111ai | 56 |
| a21o | 56 |
| a41oi | 17 |
| nor4b | 2 |
| o221ai | 48 |
| inv | 6 |
| o31ai | 14 |
| a211oi | 3 |
| o41a | 7 |
| or3 | 2 |
| o211ai | 15 |
| o21ai | 188 |
| and3b | 28 |
| nor2b | 10 |
| and4bb | 3 |
| nand2 | 16 |
| a21oi | 70 |
| mux2i | 176 |
| mux4 | 37 |
| o32ai | 3 |
| a2111oi | 17 |
where the power goes:
part           internal (µW)  leakage [µW]  switching [µW]
combinational           84.7       0.00662             206
clock                   1270       0.00310             956
sequential              2920        0.0184            3.55
metrics by stage:
stage          area (µm²)  hold slack, ps  power, µW  utilization
2_1_floorplan       80230            6619       3119            -
3_3_place_gp        83850            6834       3263       0.5282
3_5_place_dp        83850            6842       3266       0.5282
4_1_cts             90170            5975       5473       0.5680
5_1_grt             90170            6000       5589       0.5680
6_report            90170            6015       5437       0.5680
cells by family after synthesis:
logic type	synth area share
DFF	0.7665
buffers and inverters	0.02224
and+or+nand+nor	0.06277
AOI/OAI and AO/OA	0.1101
muxes	0.03838
Power figures rest on the tool's default switching activity, not on a simulated workload.
